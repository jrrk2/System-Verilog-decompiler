<file path="config.mk">
export PLATFORM = sky130hd
export DESIGN_NAME = register_file
export DESIGN_NICKNAME = register_file
export VERILOG_FILES = /design/flow/design.v
export SDC_FILE = /design/flow/constraint.sdc
export NUM_CORES = 4
export LEC_CHECK = 1
export CORE_UTILIZATION = 30
</file>
<file path="constraint.sdc">
current_design register_file

set clk_period 5.9
set clk_io_pct 0.2

create_clock -name clk0 -period $clk_period [get_ports {clk}]

set non_clock_inputs [all_inputs -no_clocks]
set_input_delay [expr $clk_period * $clk_io_pct] -clock clk0 $non_clock_inputs
set_output_delay [expr $clk_period * $clk_io_pct] -clock clk0 [all_outputs]
</file>
<file path="design.v">
module dff_en #(
  parameter WIDTH = 1,
  parameter RESET_VAL = 0
) (
  input  logic clk,
  input  logic rst,
  input  logic en,
  input  logic [WIDTH-1:0] d,
  output logic [WIDTH-1:0] q
);
  always_ff @(posedge clk or posedge rst) begin
    if (rst)
      q <= RESET_VAL;
    else if (en)
      q <= d;
  end
endmodule
module dff #(
  parameter WIDTH = 1,
  parameter RESET_VAL = 0
) (
  input  logic clk,
  input  logic rst,
  input  logic [WIDTH-1:0] d,
  output logic [WIDTH-1:0] q
);
  dff_en #(.WIDTH(WIDTH), .RESET_VAL(RESET_VAL)) inst (
    .clk(clk), .rst(rst), .en(1'b1), .d(d), .q(q)
  );
endmodule
module latch_en #(
  parameter WIDTH = 1
) (
  input  logic en,
  input  logic [WIDTH-1:0] d,
  output logic [WIDTH-1:0] q
);
  always_latch begin
    if (en)
      q = d;
  end
endmodule
module adder #(
  parameter WIDTH = 32
) (
  input  logic [WIDTH-1:0] a,
  input  logic [WIDTH-1:0] b,
  output logic [WIDTH-1:0] out
);
  assign out = a + b;
endmodule
module adder_carry #(
  parameter WIDTH = 32
) (
  input  logic [WIDTH-1:0] a,
  input  logic [WIDTH-1:0] b,
  input  logic cin,
  output logic [WIDTH-1:0] out,
  output logic cout
);
  assign {cout, out} = a + b + cin;
endmodule
module subtractor #(
  parameter WIDTH = 32
) (
  input  logic [WIDTH-1:0] a,
  input  logic [WIDTH-1:0] b,
  output logic [WIDTH-1:0] out
);
  assign out = a - b;
endmodule
module multiplier #(
  parameter WIDTH = 32
) (
  input  logic [WIDTH-1:0] a,
  input  logic [WIDTH-1:0] b,
  output logic [WIDTH-1:0] out
);
  assign out = a * b;
endmodule
module divider #(
  parameter WIDTH = 32
) (
  input  logic [WIDTH-1:0] a,
  input  logic [WIDTH-1:0] b,
  output logic [WIDTH-1:0] out
);
  assign out = (b != 0) ? (a / b) : '0;
endmodule
module negator #(
  parameter WIDTH = 32
) (
  input  logic [WIDTH-1:0] in,
  output logic [WIDTH-1:0] out
);
  assign out = -in;
endmodule
module incrementer #(
  parameter WIDTH = 32
) (
  input  logic [WIDTH-1:0] in,
  output logic [WIDTH-1:0] out
);
  assign out = in + 1'b1;
endmodule
module decrementer #(
  parameter WIDTH = 32
) (
  input  logic [WIDTH-1:0] in,
  output logic [WIDTH-1:0] out
);
  assign out = in - 1'b1;
endmodule
module bitwise_and #(
  parameter WIDTH = 32
) (
  input  logic [WIDTH-1:0] a,
  input  logic [WIDTH-1:0] b,
  output logic [WIDTH-1:0] out
);
  assign out = a & b;
endmodule
module bitwise_or #(
  parameter WIDTH = 32
) (
  input  logic [WIDTH-1:0] a,
  input  logic [WIDTH-1:0] b,
  output logic [WIDTH-1:0] out
);
  assign out = a | b;
endmodule
module bitwise_xor #(
  parameter WIDTH = 32
) (
  input  logic [WIDTH-1:0] a,
  input  logic [WIDTH-1:0] b,
  output logic [WIDTH-1:0] out
);
  assign out = a ^ b;
endmodule
module bitwise_not #(
  parameter WIDTH = 32
) (
  input  logic [WIDTH-1:0] in,
  output logic [WIDTH-1:0] out
);
  assign out = ~in;
endmodule
module reduction_and #(
  parameter WIDTH = 32
) (
  input  logic [WIDTH-1:0] in,
  output logic out
);
  assign out = &in;
endmodule
module reduction_or #(
  parameter WIDTH = 32
) (
  input  logic [WIDTH-1:0] in,
  output logic out
);
  assign out = |in;
endmodule
module reduction_xor #(
  parameter WIDTH = 32
) (
  input  logic [WIDTH-1:0] in,
  output logic out
);
  assign out = ^in;
endmodule
module logical_not (
  input  logic in,
  output logic out
);
  assign out = !in;
endmodule
module comparator_eq #(
  parameter WIDTH = 32
) (
  input  logic [WIDTH-1:0] a,
  input  logic [WIDTH-1:0] b,
  output logic out
);
  assign out = (a == b);
endmodule
module comparator_neq #(
  parameter WIDTH = 32
) (
  input  logic [WIDTH-1:0] a,
  input  logic [WIDTH-1:0] b,
  output logic out
);
  assign out = (a != b);
endmodule
module comparator_lt #(
  parameter WIDTH = 32
) (
  input  logic [WIDTH-1:0] a,
  input  logic [WIDTH-1:0] b,
  output logic out
);
  assign out = (a < b);
endmodule
module comparator_lte #(
  parameter WIDTH = 32
) (
  input  logic [WIDTH-1:0] a,
  input  logic [WIDTH-1:0] b,
  output logic out
);
  assign out = (a <= b);
endmodule
module comparator_gt #(
  parameter WIDTH = 32
) (
  input  logic [WIDTH-1:0] a,
  input  logic [WIDTH-1:0] b,
  output logic out
);
  assign out = (a > b);
endmodule
module comparator_gte #(
  parameter WIDTH = 32
) (
  input  logic [WIDTH-1:0] a,
  input  logic [WIDTH-1:0] b,
  output logic out
);
  assign out = (a >= b);
endmodule
module shifter_left #(
  parameter WIDTH = 32
) (
  input  logic [WIDTH-1:0] a,
  input  logic [WIDTH-1:0] b,
  output logic [WIDTH-1:0] out
);
  assign out = a << b;
endmodule
module shifter_right #(
  parameter WIDTH = 32
) (
  input  logic [WIDTH-1:0] a,
  input  logic [WIDTH-1:0] b,
  output logic [WIDTH-1:0] out
);
  assign out = a >> b;
endmodule
module shifter_right_arith #(
  parameter WIDTH = 32
) (
  input  logic signed [WIDTH-1:0] a,
  input  logic [WIDTH-1:0] b,
  output logic signed [WIDTH-1:0] out
);
  assign out = a >>> b;
endmodule
module barrel_shifter #(
  parameter WIDTH = 32
) (
  input  logic [WIDTH-1:0] in,
  input  logic [$clog2(WIDTH)-1:0] shift_amt,
  input  logic shift_right,   
  input  logic arith,         
  output logic [WIDTH-1:0] out
);
  logic [WIDTH-1:0] temp;
  always_comb begin
    if (shift_right) begin
      if (arith)
        temp = $signed(in) >>> shift_amt;
      else
        temp = in >> shift_amt;
    end else begin
      temp = in << shift_amt;
    end
  end
  assign out = temp;
endmodule
module mux2 #(
  parameter WIDTH = 32
) (
  input  logic sel,
  input  logic [WIDTH-1:0] in0,
  input  logic [WIDTH-1:0] in1,
  output logic [WIDTH-1:0] out
);
  assign out = sel ? in1 : in0;
endmodule
module mux4 #(
  parameter WIDTH = 32
) (
  input  logic [1:0] sel,
  input  logic [WIDTH-1:0] in0,
  input  logic [WIDTH-1:0] in1,
  input  logic [WIDTH-1:0] in2,
  input  logic [WIDTH-1:0] in3,
  output logic [WIDTH-1:0] out
);
  always_comb begin
    case (sel)
      2'b00: out = in0;
      2'b01: out = in1;
      2'b10: out = in2;
      2'b11: out = in3;
    endcase
  end
endmodule
module priority_encoder #(
  parameter WIDTH = 8
) (
  input  logic [WIDTH-1:0] in,
  output logic [$clog2(WIDTH)-1:0] out,
  output logic valid
);
  integer i;
  always_comb begin
    out = '0;
    valid = 1'b0;
    for (i = WIDTH-1; i >= 0; i = i - 1) begin
      if (in[i]) begin
        out = i;
        valid = 1'b1;
      end
    end
  end
endmodule
module onehot_to_binary #(
  parameter WIDTH = 8
) (
  input  logic [WIDTH-1:0] in,
  output logic [$clog2(WIDTH)-1:0] out
);
  integer i;
  always_comb begin
    out = '0;
    for (i = 0; i < WIDTH; i = i + 1) begin
      if (in[i])
        out = out | i;
    end
  end
endmodule
module memory #(
  parameter ADDR_WIDTH = 10,
  parameter DATA_WIDTH = 32,
  parameter DEPTH = 1024
) (
  input  logic clk,
  input  logic we,
  input  logic [ADDR_WIDTH-1:0] addr,
  input  logic [DATA_WIDTH-1:0] din,
  output logic [DATA_WIDTH-1:0] dout
);
  logic [DATA_WIDTH-1:0] mem [0:DEPTH-1];
  always_ff @(posedge clk) begin
    if (we)
      mem[addr] <= din;
    dout <= mem[addr];
  end
endmodule
module memory_dual_port #(
  parameter ADDR_WIDTH = 10,
  parameter DATA_WIDTH = 32,
  parameter DEPTH = 1024
) (
  input  logic clk,
  input  logic we_a,
  input  logic [ADDR_WIDTH-1:0] addr_a,
  input  logic [DATA_WIDTH-1:0] din_a,
  output logic [DATA_WIDTH-1:0] dout_a,
  input  logic we_b,
  input  logic [ADDR_WIDTH-1:0] addr_b,
  input  logic [DATA_WIDTH-1:0] din_b,
  output logic [DATA_WIDTH-1:0] dout_b
);
  logic [DATA_WIDTH-1:0] mem [0:DEPTH-1];
  always_ff @(posedge clk) begin
    if (we_a)
      mem[addr_a] <= din_a;
    dout_a <= mem[addr_a];
    if (we_b)
      mem[addr_b] <= din_b;
    dout_b <= mem[addr_b];
  end
endmodule
module rom #(
  parameter ADDR_WIDTH = 10,
  parameter DATA_WIDTH = 32,
  parameter DEPTH = 1024,
  parameter INIT_FILE = ""
) (
  input  logic clk,
  input  logic [ADDR_WIDTH-1:0] addr,
  output logic [DATA_WIDTH-1:0] dout
);
  logic [DATA_WIDTH-1:0] mem [0:DEPTH-1];
  initial begin
    if (INIT_FILE != "")
      $readmemh(INIT_FILE, mem);
  end
  always_ff @(posedge clk) begin
    dout <= mem[addr];
  end
endmodule
module register_file #(
  parameter ADDR_WIDTH = 5,
  parameter DATA_WIDTH = 32,
  parameter NUM_REGS = 32
) (
  input  logic clk,
  input  logic we,
  input  logic [ADDR_WIDTH-1:0] waddr,
  input  logic [DATA_WIDTH-1:0] wdata,
  input  logic [ADDR_WIDTH-1:0] raddr1,
  output logic [DATA_WIDTH-1:0] rdata1,
  input  logic [ADDR_WIDTH-1:0] raddr2,
  output logic [DATA_WIDTH-1:0] rdata2
);
  logic [DATA_WIDTH-1:0] regs [0:NUM_REGS-1];
  always_ff @(posedge clk) begin
    if (we && waddr != 0)   
      regs[waddr] <= wdata;
  end
  assign rdata1 = (raddr1 == 0) ? '0 : regs[raddr1];
  assign rdata2 = (raddr2 == 0) ? '0 : regs[raddr2];
endmodule
module fifo #(
  parameter DATA_WIDTH = 32,
  parameter DEPTH = 16,
  parameter ADDR_WIDTH = $clog2(DEPTH)
) (
  input  logic clk,
  input  logic rst,
  input  logic wr_en,
  input  logic [DATA_WIDTH-1:0] wr_data,
  output logic full,
  input  logic rd_en,
  output logic [DATA_WIDTH-1:0] rd_data,
  output logic empty,
  output logic [ADDR_WIDTH:0] count
);
  logic [DATA_WIDTH-1:0] mem [0:DEPTH-1];
  logic [ADDR_WIDTH-1:0] wr_ptr, rd_ptr;
  logic [ADDR_WIDTH:0] cnt;
  assign full = (cnt == DEPTH);
  assign empty = (cnt == 0);
  assign count = cnt;
  always_ff @(posedge clk or posedge rst) begin
    if (rst) begin
      wr_ptr <= '0;
      rd_ptr <= '0;
      cnt <= '0;
    end else begin
      if (wr_en && !full) begin
        mem[wr_ptr] <= wr_data;
        wr_ptr <= wr_ptr + 1'b1;
        cnt <= cnt + 1'b1;
      end
      if (rd_en && !empty) begin
        rd_ptr <= rd_ptr + 1'b1;
        cnt <= cnt - 1'b1;
      end
      if (wr_en && rd_en && !full && !empty) begin
        cnt <= cnt;   
      end
    end
  end
  assign rd_data = mem[rd_ptr];
endmodule
module counter #(
  parameter WIDTH = 32
) (
  input  logic clk,
  input  logic rst,
  input  logic en,
  output logic [WIDTH-1:0] count
);
  always_ff @(posedge clk or posedge rst) begin
    if (rst)
      count <= '0;
    else if (en)
      count <= count + 1'b1;
  end
endmodule
module counter_updown #(
  parameter WIDTH = 32
) (
  input  logic clk,
  input  logic rst,
  input  logic en,
  input  logic up,   
  output logic [WIDTH-1:0] count
);
  always_ff @(posedge clk or posedge rst) begin
    if (rst)
      count <= '0;
    else if (en) begin
      if (up)
        count <= count + 1'b1;
      else
        count <= count - 1'b1;
    end
  end
endmodule
module counter_modulo #(
  parameter WIDTH = 32,
  parameter MAX = 100
) (
  input  logic clk,
  input  logic rst,
  input  logic en,
  output logic [WIDTH-1:0] count,
  output logic tc   
);
  always_ff @(posedge clk or posedge rst) begin
    if (rst)
      count <= '0;
    else if (en) begin
      if (count == MAX - 1)
        count <= '0;
      else
        count <= count + 1'b1;
    end
  end
  assign tc = (count == MAX - 1) && en;
endmodule
module edge_detect_rising (
  input  logic clk,
  input  logic rst,
  input  logic in,
  output logic out
);
  logic in_d;
  always_ff @(posedge clk or posedge rst) begin
    if (rst)
      in_d <= 1'b0;
    else
      in_d <= in;
  end
  assign out = in && !in_d;
endmodule
module edge_detect_falling (
  input  logic clk,
  input  logic rst,
  input  logic in,
  output logic out
);
  logic in_d;
  always_ff @(posedge clk or posedge rst) begin
    if (rst)
      in_d <= 1'b0;
    else
      in_d <= in;
  end
  assign out = !in && in_d;
endmodule
module edge_detect (
  input  logic clk,
  input  logic rst,
  input  logic in,
  output logic out
);
  logic in_d;
  always_ff @(posedge clk or posedge rst) begin
    if (rst)
      in_d <= 1'b0;
    else
      in_d <= in;
  end
  assign out = in ^ in_d;
endmodule
module synchronizer #(
  parameter WIDTH = 1,
  parameter STAGES = 2
) (
  input  logic clk,
  input  logic rst,
  input  logic [WIDTH-1:0] in,
  output logic [WIDTH-1:0] out
);
  logic [WIDTH-1:0] sync_chain [STAGES-1:0];
  always_ff @(posedge clk or posedge rst) begin
    if (rst) begin
      for (int i = 0; i < STAGES; i++)
        sync_chain[i] <= '0;
    end else begin
      sync_chain[0] <= in;
      for (int i = 1; i < STAGES; i++)
        sync_chain[i] <= sync_chain[i-1];
    end
  end
  assign out = sync_chain[STAGES-1];
endmodule
module pulse_generator (
  input  logic clk,
  input  logic rst,
  input  logic trigger,
  output logic pulse
);
  logic trigger_d;
  always_ff @(posedge clk or posedge rst) begin
    if (rst)
      trigger_d <= 1'b0;
    else
      trigger_d <= trigger;
  end
  assign pulse = trigger && !trigger_d;
endmodule
module pulse_generator_multi #(
  parameter CYCLES = 4
) (
  input  logic clk,
  input  logic rst,
  input  logic trigger,
  output logic pulse
);
  logic [$clog2(CYCLES+1)-1:0] count;
  logic active;
  always_ff @(posedge clk or posedge rst) begin
    if (rst) begin
      count <= '0;
      active <= 1'b0;
    end else begin
      if (trigger && !active) begin
        active <= 1'b1;
        count <= CYCLES - 1;
      end else if (active) begin
        if (count == 0)
          active <= 1'b0;
        else
          count <= count - 1'b1;
      end
    end
  end
  assign pulse = active;
endmodule
module sign_extender #(
  parameter WIDTH_IN = 8,
  parameter WIDTH_OUT = 16
) (
  input  logic [WIDTH_IN-1:0]  in,
  output logic [WIDTH_OUT-1:0] out
);
  assign out = {{(WIDTH_OUT-WIDTH_IN){in[WIDTH_IN-1]}}, in};
endmodule
module multiplier_signed #(
  parameter WIDTH = 16
) (
  input  logic signed [WIDTH-1:0] a,
  input  logic signed [WIDTH-1:0] b,
  output logic signed [WIDTH-1:0] out
);
  assign out = a * b;
endmodule
</file>
<file path="run.sh">
#!/bin/bash
# OpenROAD 26Q1-2900-gdf79404cd8, Yosys 0.63+post, stock flow scripts
make -C /OpenROAD-flow-scripts/flow DESIGN_CONFIG=/design/flow/config.mk WORK_HOME=/design/flow/orfs finish
</file>
==> metrics.yaml <==
cp_slowest_cell: "a311oi_1"
vdd_drop_max_v: 0.0001843
placement_rows: 146
largest_registers: "regs: 1024 flops"
layout-drive-gt1-share_pct: 28.25
clk_pin_slew_ns: 0.06
max_cap_violations: 0
first_pass_grt_wire_length_um: 222100
finalWeightedCongestion: 0.9074
clock_tree_from_tritoncts: "built"
post-route-period-util_pct: 93.39
crit_path_max_fanout: 17
nFillCells: 14420
post_cts_resized: 0
setup_viol_count_final: 0
critical-path-top-cell-by-count: "buf_4"
setup_total_negative_slack_ns: 0
ys_area_sq_um: 47900
core_area_sq_um: 158400
place_hpwl_um: 92360
top_area_share_pct: 64.19
route.vias.total: 27920
drtIter0Drc: 1853
ys.flops: 1024
area.combinational_sq_um: 16400
synthMostInstantiatedCell: "edfxtp_1"
maximum_number_of_pins_on_one_net_before_global_route_repair: 63
clockRootBuffer: "clkbuf_16"
relSlewSlack_pct: 36.84
synth_cells: 2564
p_leak_uw: 0.01805
cp_top_family: "buffers and inverters"
setup.worst_path.end_class: "output port"
critPathKind: "primary input to output port"
power_density_normalized_to_cell_area_nw_per_um2: 290.4
wl_per_cell_um: 31.61
cts.sinks: 1024
ys_cells: 2564
outcome: "finished clean"
timing.critical_path.required_ns: 4.72
route.detailed.vias_per_inst: 5.636
fp_util_pct: 30.25
timing.hold.worst_endpoint: "regs[12][14]"
max_slew.worst_pin.slew_ns: 0.9410
finalHoldViolCount: 0
max-clock-path-buffers: 3
hp-class: "primary input to flip-flop"
critPathArrivalTime_ns: 4.33
dieHeight_um: 401.6
die_width_um: 401.6
largest_area_cell: "edfxtp_1"
path_cells: "buf_2 > or2_2 > buf_4 > buf_4 > o21ai_0 > a311oi_1 > clkdlybuf4s50_1"
min_period_ns: 5.510
seq_area_sq_um: 30750
drtPass1Iterations: 7
syn-mean-instance-area_sq_um: 18.68
final_cell_count_no_fill: 4953
most_common_reg_cell: "edfxtp_1"
syn_to_final_growth_pct: 16.93
max_flop_register: "regs"
die-area_sq_um: 161300
cts_buf_count: 102
max_clock_freq_mhz: 181.5
placedCellCount: 4762
synth-warning-count: 1
post_synth_most_frequent_cells: "1024 x edfxtp_1, 320 x mux2i_1, 316 x mux4_2"
post-route-util_pct: 35.37
port-buffer-count: 112
final_max_slew_viols: 0
log.warning_count: 26
post_synth_instance_area_sq_um: 47900
postRouteAntennaNets: 0
largest_reg_flops: 1024
setup.worst_path.start_class: "primary input"
postSynthSeqShare_pct: 64.19
hold-path-cell-count: 2
total_routing_resource_utilization_after_global_routing_pct: 20.66
synthDistinctLibCells: 39
h-tree-depth: 3
postRouteWirelength_um: 156500
post-route-drc-count: 0
area_leaders: "edfxtp_1 64%, mux4_2 15%, mux2i_1 6.7%"
grt_setup_unrepaired: "no"
overflow: 0
timing.critical_path.slowest_cell_delay_ns: 0.77
holdBufCountCts: 0
count_of_flip_flops_with_a_built_in_enable_after_synthesis: 1024
boundaryPins: 113
postSynth.asyncResetShare_pct: 0
grt_pass1_vias: 30740
cp.buffers_inverters: 4
antenna_violations_before_repair: 5
timing.hold.worst.start: "wdata[14]"
post_cts_setup_buffer_count: 0
-- cell usage in the layout, fill, tap and decap left out, types with 50 or more instances in the layout --
| master | synthesis | routed |
|---|---|---|
| clkdlybuf4s50_1 | 0 | 102 |
| a22oi_1 | 64 | 64 |
| o221ai_1 | 64 | 64 |
| nand2_1 | 85 | 85 |
| o21ai_0 | 50 | 50 |
| edfxtp_1 | 1024 | 1024 |
| mux4_2 | 316 | 316 |
| a211oi_1 | 53 | 53 |
| buf_4 | 53 | 174 |
| mux2_2 | 64 | 64 |
| mux2i_1 | 320 | 320 |
| clkbuf_16 | 0 | 105 |
-- through the flow --
stage               total power (uW)  area, sq um  setup slack (ns)  hold slack, ns
CTS                            16360        56010            0.2772           1.257
global placement                9849        52680            0.2754           2.010
floorplan                       9120        48020             2.130           1.279
global route                   16690        56010            0.2729           1.314
detailed placement              9853        52680            0.2794           2.013
finish                         16260        56020            0.3901           1.286
-- report_power, final --
group	switching (uW)	internal, uW	total (uW)	leakage (uW)
Sequential	43.3	8110	8160	0.00925
Combinational	873	670	1540	0.00718
Clock	2790	3780	6570	0.00162
Total	3710	12600	16300	0.0180
-- final cells by class --
type,instances,area share [%]
antenna,3,0.01340
clock buffer,129,4.852
tap,2072,4.628
clock inverter,59,1.090
timing repair buffer,310,5.222
inverter,2,0.01787
sequential,1024,54.90
multi-input combinational,1354,29.28
-- layer usage --
layer,track usage [%],vias up,wire (um),part of all wire [%]
met2,30.27,1992,71170,45
met1,22.35,14060,50050,32
met4,6.413,14,6167,3.9
met5,1.130,-,205,0.13
li1,-,11500,-,-
met3,17.05,349,28950,18
-- logic make-up (layout without fill, tap and decap cells) --
kind of cell	count (synthesis)	in the layout	synth area share [%]
AOI/OAI and AO/OA	374	374	6.154
buffers and inverters	217	500	2.445
DFF	1024	1024	64.19
muxes	736	736	25.02
other	1	35	0.007828
and+or+nand+nor	212	212	2.184
-- worst max path at each step --
stage                      from          to  slack, ns  cells past startpoint
after global routing  raddr1[4]  rdata1[29]       0.27                      7
after CTS             raddr1[4]  rdata1[27]       0.28                      7
final                 raddr1[4]  rdata1[27]       0.39                      7
No activity file was given, so power comes from the tool's default toggle rates.
